**flow/config.mk**
```make
export PLATFORM = sky130hd
export DESIGN_NAME = divider_8191
export DESIGN_NICKNAME = divider_8191
export VERILOG_FILES = /design/flow/design.v
export SDC_FILE = /design/flow/constraint.sdc
export NUM_CORES = 4
export LEC_CHECK = 1
export CORE_UTILIZATION = 40
```
**flow/constraint.sdc**
```tcl
current_design divider_8191

set clk_period 19.3
set clk_io_pct 0.2

create_clock -name clk0 -period $clk_period

set non_clock_inputs [all_inputs -no_clocks]
set_input_delay [expr $clk_period * $clk_io_pct] -clock clk0 $non_clock_inputs
set_output_delay [expr $clk_period * $clk_io_pct] -clock clk0 [all_outputs]
```
**flow/design.v**
```verilog
`default_nettype none
`timescale 10ps / 1ps
module divider_8191
   ( input wire [31:0] x,
     output wire [12:0] r,
     output wire [19:0] q);
assign q = (((((x + 1) >> 13) + x + 1) >> 13) + x + 1) >> 13;
assign r = (x + q) & 8191;
endmodule  
`default_nettype wire
```
**flow/run.sh**
```bash
#!/bin/bash
# OpenROAD 26Q1-2900-gdf79404cd8, Yosys 0.63+post, stock flow scripts
make -C /OpenROAD-flow-scripts/flow DESIGN_CONFIG=/design/flow/config.mk WORK_HOME=/design/flow/orfs finish
```
==> impl_metrics.yaml <==
# flow metrics
status:
  outcome: "finished clean"
global_routing:
  first_global_vias: 2839
  track_usage_pct: 24.11
  grt_first_pass_wirelength_mm: 14.39
  grt_max_degree: 16
  gr-total-overflow: 0
  antenna_found_initial: 0
setup_path:
  worstPathArrival_ns: 12.52
  critPathKind: "in2out"
  worstPathRequired_ns: 15.44
  crit_buf_inv: 2
  critPathMaxFanout: 15
  cp_common_cell: "a21o_1"
  slowest_stage: "clkdlybuf4s50_1"
  cpPeakStageDelay_ns: 0.65
  crit_family: "AND-OR/OR-AND gates"
  cp-end-kind: "primary output"
  worstSetupStartpointType: "input pin"
die:
  die_h_microns: 88.72
  fp-utilization_pct: 41.47
  die_x_microns: 88.72
  coreArea_sq_um: 7253
  io_pins: 65
  dieArea_sq_um: 7870
  rows: 31
pwr:
  leakage_nw: 1.587
  intPower_mw: 0.07648
  p_per_area_nw_per_um2: 39.46
  switchingPower_mw: 0.06804
  pwr-share-clk_pct: 0
  p_total_mw: 0.1445
  ir_worst_vdd_mv: 0.04087
  p_seq_share_pct: 0
  combPwrFrac_pct: 100.0
  switching_share_pct: 47.08
logic_synthesis:
  ys_seq_share_pct: 0
  synthCells: 418
  ys_cells: 418
  syn-mean-instance-area_sq_um: 7.196
  yosysWarnings: 0
  ys_area_sq_um: 3008
  netlist_area_sq_um: 3008
  synth_cell_types: 64
min_path:
  hold_class: "in2out"
cells_and_area:
  final_cell_mix: "64 x clkdlybuf4s50_1, 48 x ha_1, 42 x nand2_1, 40 x xor2_1, 30 x a21oi_1"
  areaGrowthSynthToFinish_pct: 21.76
  clock_buffers: 0
  drive_above_1_share_pct: 4.329
  fin_util_pct: 50.49
  final-seq-area_sq_um: 0
  mostFrequentLayoutCell: "clkdlybuf4s50_1"
  seq_cell_count: 0
final_timing:
  worst_pin_slew_ns: 0.6568
  slew_viol_final: 0
  tns_ns: 0
  hold_viol_final: 0
  finalSetupViolations: 0
  fin_crit_ns: 16.38
  relSlewSlack_pct: 56.20
  fmax_mhz: 61.06
  rsz0062_at_grt: "false"
  period_used_pct: 84.86
job:
  warnings: 32
  maxCapViolCount: 0
detailed_routing:
  detail_route.antenna_diodes: 0
  drc: 0
  vias_per_cell: 5.624
  wl_per_cell_microns: 16.39
  drtIter0Drc: 162
  first_pass_iters: 5
  wl_mm: 9.197
  vias: 3155
  drtAntennaViolNets: 0
placement:
  gp_congestion: 0.9649
  placement.io_buffers: 64
  hpwl_mm: 7.719
clocking:
  cts_setup_buffers: 0
  hold_buffers: 0
  cts_resized: 0
-- power groups by stage --
stage     logic [mW]  clock network, mW  registers [mW]
6_report       0.145                  0               0
4_1_cts        0.145                  0               0
5_1_grt        0.160                  0               0
-- metal layers --
layer  track usage, %  vias up  routed length (microns)
li1                 -     1638                        -
met2            37.06       97                     4012
met1            38.14     1414                     4554
met3            1.230        6                      512
met5                0        -                        0
met4            3.079        0                      117
-- logic make-up after synthesis --
group | after synthesis | share of synthesized area (%)
adder cells (fa/ha/maj) | 49 | 20.63
other | 1 | 0.1247
AND-OR/OR-AND | 137 | 31.91
AND/OR/NAND/NOR | 134 | 22.38
XOR/XNOR | 63 | 18.80
multiplexers | 3 | 0.9984
buffers and inverters | 31 | 5.158
-- area by class of cell --
cell class         count  area [sq um]
fillers              716          3591
inverters             10         37.54
well taps             99         123.9
repair buffers        65         648.1
multi-input cells    387          2853
-- synthesized netlist by cell type, types with 3 or more instances --
cell type  instances  area share (%)
o21ai_0           18             3.0
mux2i_1            3             1.0
a31o_2             8             2.3
ha_1              48              20
o211ai_1           5             1.2
o21a_1            14             3.5
a211oi_1           4             1.0
a41o_1             3             1.0
o22ai_1            7             1.5
nor2_1            27             3.4
and2_1             5             1.0
buf_4              3            0.75
buf_6              3             1.1
nor3_1             7             1.2
and3_1            10             2.1
clkbuf_1          10             1.2
inv_1             10             1.2
and4_1             3            0.87
buf_2              3            0.50
xor2_1            40              12
xnor2_1           22             6.4
a31oi_1            3            0.62
a21boi_0           3            0.75
nand3_1           15             2.5
nand4_1            6             1.2
a21o_1            15             3.7
o21bai_1           8             2.0
nand2_1           42             5.2
a21oi_1           30             5.0
nor2b_1            4            0.83
-- through the flow --
| step | setup WS, ns | hold slack [ns] | instance area, sq um | instances |
|---|---|---|---|---|
| after floorplan | 4.919 | 7.749 | 3008 | 418 |
| after global placement | 3.023 | 8.811 | 3662 | 561 |
| after detailed placement | 2.939 | 8.803 | 3662 | 561 |
| after CTS | 2.888 | 8.806 | 3662 | 561 |
| after global routing | 2.109 | 8.860 | 3662 | 561 |
| final | 2.922 | 8.795 | 3662 | 561 |
-- worst min-delay path, stage by stage --
cell and delay [ns]:
clkdlybuf4s50_1 0.59, xor2_1 0.10, clkdlybuf4s50_1 0.39
-- final timing paths --
kind,from,to,slack (ns),depth (start not counted)
worst min-delay path,x[29],q[16],8.80,3
worst max-delay path,x[6],r[11],2.92,37
No activity file was given, so power comes from the tool's default toggle rates.
