File: /design/flow/run.sh
#!/bin/bash
# OpenROAD 26Q1-2900-gdf79404cd8, Yosys 0.63+post, stock flow scripts
make -C /OpenROAD-flow-scripts/flow DESIGN_CONFIG=/design/flow/config.mk WORK_HOME=/design/flow/orfs finish
File: /design/flow/config.mk
export PLATFORM = sky130hd
export DESIGN_NAME = div32
export DESIGN_NICKNAME = div32
export VERILOG_FILES = /design/flow/design.v
export SDC_FILE = /design/flow/constraint.sdc
export NUM_CORES = 4
export LEC_CHECK = 1
export CORE_UTILIZATION = 50
File: /design/flow/constraint.sdc
current_design div32

set clk_period 640.7
set clk_io_pct 0.2

create_clock -name clk0 -period $clk_period

set non_clock_inputs [all_inputs -no_clocks]
set_input_delay [expr $clk_period * $clk_io_pct] -clock clk0 $non_clock_inputs
set_output_delay [expr $clk_period * $clk_io_pct] -clock clk0 [all_outputs]
File: /design/flow/design.v
`default_nettype none
`timescale 10ps / 1ps
module div32
  #( parameter K = 32 )
   ( input wire [K+31:0] x,
     input wire [K-1:0]  d,
     output wire [31:0]  q,
     output wire [K-1:0] r );
  integer i;
  reg [K+31:0] x_tmp;
  reg [K:0] acc;
  reg [K-1:0] qi;
  assign r = acc[K-1:0];
  assign q = qi;
  always @(*) begin
      acc = x[K+31:32];
      x_tmp = x << K;
      qi = 0;
      for (i = 0; i < 32; i = i + 1) begin
          acc = acc << 1 | x_tmp[K + 31];
          x_tmp = x_tmp << 1;
          qi = qi << 1;
          if (acc >= d) begin
              qi = qi + 1;
              acc = acc - d;
          end
      end
  end
endmodule  
==> changes_impl.md <==
### Metrics

- WHS Endpoint: r[0]
- FF/Latch Area: 0 µm²
- Largest stage delay on the critical path: 0.77 ns
- PortBufs: 160
- Seq cells: 0
- CP Max Fanout: 61
- Hold Path Depth: 4
- Average routed wire per standard cell: 23.0 µm
- Startpoint Class: input port
- CP dominant cell by count: o21ai_0
- Top cell excl fill/tap: ha_1
- Vias: 65900
- Status: finished, final reports clean
- Initial antenna violation count: 8
- Worst Path Arrival: 303.95 ns
- Switching part of the total: 55.9%
- DRT iter0 DRCs: 5633
- Post-CTS setup buffers: 0
- Setup Viol. Count Final: 0
- Setup_tns: 0 ns
- Crit path capture type: output port
- Wire length after detailed routing: 243 mm
- Worst IR drop on VDD: 13.6 mV
- RSZ-0062 raised after global routing: no
- Max Cap Viol: 0
- Worst Tran Pin Value: approximately 0.91 ns
- Syn-to-layout area delta: 5.96%
- Non-Filler Instances: about 11000
- Gate Area: 58100 µm²
- Syn Area/Cell: 6.97 µm²
- Vias per inst: 6.26
- DP Cell Count: 10500
- Largest net degree at the start of global routing: between 60 and 70
- Pwr dens: 16100 nW/µm²
- Post-CTS resize count: 0
- # hold bufs at CTS: 0
- Internal power: approximately 460 mW
- Final Hold Fails: 0
- Floorplan row count: 128
- Area of the mapped netlist: 61500 µm²
- Die area: roughly 120000 µm²
- Net Switching: 584 mW
- # clk buffers: 0
- Leakage: 30.2 nW
- Worst hold path class: in2out
- Iteration tally of the first detailed-router pass: 6
- Slew headroom: 37.4%
- Vias in the first global route: 60100
- First-pass GRT wire length: 364 mm
- Routability Congestion: ~1.1
- # Cells Yosys: ~9000
- Stage-log warning count: 32
- Remaining antenna violation count after routing: 0
- Share of cells above drive strength 1: 9.92%
- Io pins: around 160
- GR Util All Layers: 38.2%
- CP required: 512.56 ns
- Core area: 122000 µm²
- Die height: between 300 and 400 µm
- Max Freq: 0.00231 GHz
- Register share after synthesis: 0%
- Most numerous logic cells after layout: ha_1 (1024), nor2_1 (957), nand2_1 (830)
- Worst hold start: x[0]
- Cells after synthesis: 8812
- Fill cells: 11800
- Global route overflow: 0
- Minimum clock period: between 400 and 500 ns
- Period utilisation layout: roughly two thirds
- Drt drc: 0
- Worst Setup Path Type: in2out
- DP HPWL: 197 mm
- Yosys stat chip area: 61500 µm²
- Syn. warnings: 1
- Final Slew Violations: 0
- Core Util at FP: 50.4%
- Horiz. Die Dim: about 350 µm
- Critical path's slowest cell: a2111oi_2
- Unique cell types: 118
## cells by family (layout without fill, tap and decap cells)
| group | after synthesis | after routing | share of synthesized area [%] |
|---|---|---|---|
| mux | 746 | 746 | 13.4 |
| compound gates | 2705 | 2705 | 29.0 |
| xor+xnor | 608 | 608 | 8.66 |
| simple gates | 2856 | 2856 | 21.5 |
| other cells | 0 | 1 | 0 |
| fa+ha+maj | 1056 | 1056 | 21.9 |
| buf+inv | 841 | 932 | 5.53 |
## synth_stat cells, types with 62 or more instances
| library cell | instances | area [µm²] |
|---|---|---|
| nand4_1 | 190 | 1190 |
| a211oi_1 | 101 | 758 |
| nand3_1 | 148 | 741 |
| xor2_1 | 239 | 2090 |
| o21ai_0 | 679 | 3400 |
| nand2_1 | 830 | 3120 |
| inv_1 | 633 | 2380 |
| mux2_2 | 586 | 6600 |
| ha_1 | 1024 | 12800 |
| a21o_1 | 326 | 2450 |
| o21bai_1 | 62 | 465 |
| mux2i_1 | 133 | 1330 |
| nor3_1 | 149 | 746 |
| a31oi_1 | 88 | 551 |
| nand2b_1 | 82 | 513 |
| clkbuf_1 | 66 | 248 |
| nor2_1 | 957 | 3590 |
| o21a_1 | 124 | 931 |
| and3_1 | 81 | 507 |
| xnor2_1 | 369 | 3230 |
| a21oi_1 | 593 | 2970 |
| a21boi_0 | 271 | 2030 |
| nor2b_1 | 118 | 738 |
## how the worst max path moves through the flow
stage,to,slack [ns],depth (start not counted),start
after global routing,r[30],188.25,811,d[2]
after CTS,r[30],211.09,806,d[2]
final,r[30],208.61,805,d[2]
## metal layers
layer | vias to the layer above | GRT usage (%) | share of wire [%]
met5 | - | 0 | 0.0087
met4 | 4 | 13.1 | 4.2
met3 | 490 | 6.75 | 7.7
met2 | 2365 | 61.1 | 45
met1 | 30400 | 51.7 | 43
li1 | 32700 | - | -
## critical path: cells and delay by family
| family | cells | cell delay [ns] |
|---|---|---|
| compound gates | 579 | 121.04 |
| fa+ha+maj | 32 | 9.95 |
| mux | 17 | 6.33 |
| simple gates | 105 | 20.39 |
| buf+inv | 72 | 17.56 |
## area by class of cell
cell class | count | area share [%]
Inverter | 652 | 3.76
Tap cell | 1625 | 3.12
Timing Repair Buffer | 280 | 3.89
Antenna cell | 1 | 0.00384
Multi-Input combinational cell | 7971 | 89.2
## per-stage QoR
step	hold WS [ns]	total power, mW	setup WS (ns)	utilization, %	area (µm²)
6_report	257.20	1050	208.61	53.4	65100
5_1_grt	257.24	1070	188.25	53.4	65100
4_1_cts	257.21	1050	211.09	53.4	65100
3_5_place_dp	257.20	1050	212.06	53.4	65100
3_3_place_gp	257.21	1050	215.77	53.4	65100
2_1_floorplan	256.37	1160	231.27	-	61500
## power by group through the flow
stage	clock network (mW)	logic, mW	registers (mW)
CTS	0	1050	0
global route	0	1070	0
Power is estimated from default activity; no workload was simulated.
