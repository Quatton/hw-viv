==> flow/design.v <==
`default_nettype none
module ssd_decode
   ( input wire [3:0] bnum,
     output wire [6:0] dout );
   assign dout = (bnum == 4'd0) ? 7'b0111111:
		   (bnum == 4'd1) ? 7'b0000110:
		   (bnum == 4'd2) ? 7'b1011011:
		   (bnum == 4'd3) ? 7'b1001111:
		   (bnum == 4'd4) ? 7'b1100110:
		   (bnum == 4'd5) ? 7'b1101101:
		   (bnum == 4'd6) ? 7'b1111101:
		   (bnum == 4'd7) ? 7'b0100111:
		   (bnum == 4'd8) ? 7'b1111111:
		   (bnum == 4'd9) ? 7'b1101111:
		   (bnum == 4'd10) ? 7'b1110111:
		   (bnum == 4'd11) ? 7'b1111100:
		   (bnum == 4'd12) ? 7'b0111001:
		   (bnum == 4'd13) ? 7'b1011110:
		   (bnum == 4'd14) ? 7'b1111001:
		   7'b1110001;
endmodule
module two_digit_ssd_rot
  ( input wire [6:0]  dout_in,
    input wire        sel_in,
    output wire [6:0] dout_out,
    output wire       sel_out);
   assign sel_out = ~sel_in;
   assign dout_out[3] = dout_in[0];  
   assign dout_out[4] = dout_in[1];  
   assign dout_out[5] = dout_in[2];  
   assign dout_out[0] = dout_in[3];  
   assign dout_out[1] = dout_in[4];  
   assign dout_out[2] = dout_in[5];  
   assign dout_out[6] = dout_in[6];  
endmodule
module two_digit_ssd
  #(NCYCLE_FOR_MS = 100000)
   ( input wire        clk,
     input wire        rstn,
     input wire [3:0]  bnum0,
     input wire [3:0]  bnum1,
     output wire [6:0] dout,
     output wire       sel);
   reg [27:0] 	      counter;
   reg [3:0] 	      bnum;
   wire [6:0] 	      dout_t;
   reg 		      sel_reg;
   ssd_decode u1(bnum,dout_t);
   two_digit_ssd_rot u2(dout_t,sel_reg,dout,sel);  
   always @(posedge clk) begin
      if (~rstn) begin
	 bnum <= bnum0;
	 sel_reg <= 1'b0;
	 counter <= 28'd0;
      end else begin
	 if (counter == NCYCLE_FOR_MS*10 - 1) begin  
	    counter <= 28'd0;
	 end else begin
	    counter <= counter + 28'd1;
	 end
	 if (counter == 28'd0) begin
	    sel_reg <= ~sel_reg;
	 end
	 if (sel_reg) begin
	    bnum <= bnum1;
	 end else begin
	    bnum <= bnum0;
	 end
      end
   end
endmodule  
`default_nettype wire
==> flow/run.sh <==
#!/bin/bash
# OpenROAD 26Q1-2900-gdf79404cd8, Yosys 0.63+post, stock flow scripts
make -C /OpenROAD-flow-scripts/flow DESIGN_CONFIG=/design/flow/config.mk WORK_HOME=/design/flow/orfs finish
==> flow/config.mk <==
export PLATFORM = sky130hd
export DESIGN_NAME = two_digit_ssd
export DESIGN_NICKNAME = two_digit_ssd
export VERILOG_FILES = /design/flow/design.v
export SDC_FILE = /design/flow/constraint.sdc
export NUM_CORES = 4
export LEC_CHECK = 1
export CORE_AREA = 10 10 112 112
export DIE_AREA = 0 0 122 122
==> flow/constraint.sdc <==
current_design two_digit_ssd

set clk_period 3.6
set clk_io_pct 0.2

create_clock -name clk0 -period $clk_period [get_ports {clk}]

set non_clock_inputs [all_inputs -no_clocks]
set_input_delay [expr $clk_period * $clk_io_pct] -clock clk0 $non_clock_inputs
set_output_delay [expr $clk_period * $clk_io_pct] -clock clk0 [all_outputs]
==> impl_metrics.env <==
# source this file to load flow results
export IMPL_status="finished, final reports clean"
export IMPL_grt_antenna_before_repair=0
export IMPL_hpwl_um=2760
export IMPL_path_class="register to primary output"
export IMPL_synth_area_yosys_um2=1740
export IMPL_path_buffers=1
export IMPL_cp_slowest_cell="clkdlybuf4s50_1"
export IMPL_edf_count=0
export IMPL_dr_pass1_iters=4
export IMPL_ff_type="dfxtp_1"
export IMPL_postCtsHoldBufs=0
export IMPL_grt_pass1_wl_um=6400
export IMPL_num_vias=1501
export IMPL_crit_fanout=8
export IMPL_internal_power_uw=562
export IMPL_relSlewSlack_pct=70.9
export IMPL_gp_routability_congestion=0.852
export IMPL_cp_required_ns=2.88
export IMPL_max_cap_violations=0
export IMPL_clockBufferDepth=2
export IMPL_initCoreUtil_pct=17.0
export IMPL_max_stage_delay_ns=0.40
export IMPL_n_antenna_cell=0
export IMPL_post_route_util_pct=20.6
export IMPL_clock_skew_ns=0.00523
export IMPL_finalCritPeriodShare_pct=70.7
export IMPL_dieWidth_um=122
export IMPL_setup_viol_count_final=0
export IMPL_ctsResizeCount=0
export IMPL_via_per_inst=4.17
export IMPL_clk_latency_ns=0.28
export IMPL_topCellsByArea="dfxtp_1, a21oi_1, nor2_1, xnor2_1, xor2_1"
export IMPL_detail_route_wl_per_cell_um=10.5
export IMPL_netSwitchingFraction_pct=24.1
export IMPL_drt_iter0_drc=101
export IMPL_crit_chain="or2_2 -> and2_1 -> a211o_1 -> clkdlybuf4s50_1"
export IMPL_hold_path_class="register to register"
export IMPL_async_flop_share_pct=0
export IMPL_p_leak_uw=0.000682
export IMPL_tightest_slew_ns=0.435
export IMPL_ys_seq_share_pct=38.0
export IMPL_critPathLaunchType="register"
export IMPL_warning_count=26
export IMPL_stdcell_count=360
export IMPL_yosysWarnings=1
export IMPL_io_pins=18
export IMPL_most_common_cell="dfxtp_1"
export IMPL_p_switching_uw=179
export IMPL_coreArea_um2=10200
export IMPL_grt_ovfl_total=0
export IMPL_die_area_um2=14900
export IMPL_cts_num_sinks=33
export IMPL_design_area_um2=2110
export IMPL_netlist_area_leader_share_pct=38.0
export IMPL_finalMaxSlewViolations=0
export IMPL_grt_max_degree=23
export IMPL_avgSynthCellArea_um2=8.32
export IMPL_num_rows=37
export IMPL_syn_inst=209
export IMPL_p_comb_share_pct=11.5
export IMPL_synth_cell_types=35
export IMPL_port_buffers=17
export IMPL_grtUsageTotal_pct=5.07
export IMPL_die_h_um=122
export IMPL_tns_ns=0
export IMPL_largest_register_ffs=28
export IMPL_syn_cell_area_um2=1740
export IMPL_fmax_ghz=0.393
export IMPL_grt_pass1_vias=1324
export IMPL_end_kind="primary output"
export IMPL_pwr_share_clk_pct=35.9
export IMPL_period_needed_ns=2.55
export IMPL_hold_violations=0
export IMPL_cts_tree="done"
export IMPL_clockRootBuffer="clkbuf_8"
export IMPL_syn2layout_area_growth_pct=21.4
export IMPL_drtAntennaViolNets=0
export IMPL_clkTransAtPathRegs_ns=0.07
export IMPL_seqPwrFrac_pct=52.6
export IMPL_rsz0062_at_grt="no"
export IMPL_yosys_cells=209
export IMPL_crit_arrival_ns=1.83
export IMPL_critPathTopFamily="simple AND/OR/NAND/NOR gates"
export IMPL_wirelength_um=3800
export IMPL_htree_num_levels=2
export IMPL_dpl_cell_count=352
export IMPL_numCtsBuffers=5
export IMPL_ys_flops=33
export IMPL_power_density_nw_per_um2=351
export IMPL_drc=0
export IMPL_max_vdd_ir_drop_mv=0.149
export IMPL_common_cells="dfxtp_1, nor2_1, a21oi_1"
export IMPL_drive_above_1_share_pct=7.14
export IMPL_place_area_um2=2030
export IMPL_largest_area_cell="dfxtp_1"
export IMPL_cts_post_setup_buffers_inserted=0
[cells by family after synthesis]
logic type / synth area share, %
xor gates and xnor gates: 8.06
AOI/OAI and AO/OA: 13.4
DFF: 38.0
and+or+nand+nor: 30.6
muxes: 3.17
buffers and inverters: 5.32
adders and majority gates: 1.44
[layout by cell type, fill, tap and decap left out, types with 8 or more instances in the layout]
master           netlist  layout
dfxtp_1               33      33
nand3_1               10      10
a21oi_1               17      17
nor2_1                20      20
xnor2_1                8       8
nor4_1                 8       8
nand4_1               11      11
inv_1                  9       9
o21ai_0               10      10
xor2_1                 8       8
clkdlybuf4s50_1        0      17
nand2_1               14      14
or4_1                  8       8
[routing by layer]
metal / global-route usage (%) / share of wire [%]
met4: 0.298 / 0.42
met1: 7.23 / 50
met3: 1.78 / 5.3
met5: 0 / 0
met2: 7.57 / 44
[final timing paths]
kind	cells past startpoint	from	slack, ns	to
min reg2reg	2	counter[27]$_SDFF_PP0_	0.48	counter[27]$_SDFF_PP0_
min	2	counter[27]$_SDFF_PP0_	0.48	counter[27]$_SDFF_PP0_
max reg2reg	6	counter[0]$_SDFF_PP0_	1.61	counter[15]$_SDFF_PP0_
max	4	bnum[3]$_DFF_P_	1.05	dout[2]
[worst reg2reg max path, stage by stage, from the launching register on]
cell,delay (ns)
dfxtp_1,0.41
ha_1,0.26
and4_1,0.28
nand2_1,0.14
o31ai_4,0.37
buf_4,0.33
nor2_1,0.09
[cell type report]
cell class	instances	area (um^2)
fill	1103	8120
inverter	9	33.8
clock inverter	2	10.0
sequential	33	661
tap	136	170
clock buffer	6	72.6
timing repair buffer	18	178
multi-input combinational	156	986
[power by group through the flow]
stage                 Sequential, uW  Combinational, uW  Clock, uW
after CTS                        389               87.2        273
after global routing             392               96.7        291
final                            389               85.1        266
[stage by stage]
stage	power, uW	setup WS (ns)	hold slack, ns
finish	740	1.05	0.483
detailed placement	484	1.36	0.474
global placement	482	1.38	0.465
CTS	750	1.04	0.484
floorplan	438	1.85	0.448
global route	779	0.952	0.515
Power and IR drop assume default switching activity.
